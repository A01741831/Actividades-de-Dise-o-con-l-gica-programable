### run.sh
#!/bin/bash
# OpenROAD 26Q1-2900-gdf79404cd8, Yosys 0.63+post, stock flow scripts
make -C /OpenROAD-flow-scripts/flow DESIGN_CONFIG=/design/flow/config.mk WORK_HOME=/design/flow/orfs finish
### config.mk
export PLATFORM = sky130hd
export DESIGN_NAME = bin2bcd
export DESIGN_NICKNAME = bin2bcd
export VERILOG_FILES = /design/flow/design.v
export SDC_FILE = /design/flow/constraint.sdc
export NUM_CORES = 4
export LEC_CHECK = 1
export CORE_AREA = 10 10 70 70
export DIE_AREA = 0 0 80 80
### constraint.sdc
current_design bin2bcd

set clk_period 4.9
set clk_io_pct 0.2

create_clock -name clk0 -period $clk_period

set non_clock_inputs [all_inputs -no_clocks]
set_input_delay [expr $clk_period * $clk_io_pct] -clock clk0 $non_clock_inputs
set_output_delay [expr $clk_period * $clk_io_pct] -clock clk0 [all_outputs]
### design.v
module bin2bcd (
    input  [7:0] bin,
    output reg [3:0] hundreds,
    output reg [3:0] tens,
    output reg [3:0] ones
);
    integer i;
    reg [19:0] shift;  
    always @(*) begin
        shift = 20'b0;
        shift[7:0] = bin;
        for (i = 0; i < 8; i = i + 1) begin
            if (shift[11:8] >= 5)
                shift[11:8] = shift[11:8] + 3;
            if (shift[15:12] >= 5)
                shift[15:12] = shift[15:12] + 3;
            if (shift[19:16] >= 5)
                shift[19:16] = shift[19:16] + 3;
            shift = shift << 1;
        end
        hundreds = shift[19:16];
        tens     = shift[15:12];
        ones     = shift[11:8];
    end
endmodule
==> GITHUB_STEP_SUMMARY <==
### Metrics collected by this job

| Metric | Value |
|---|---|
| Slew HR | 0.544 |
| FF+latch area | 0 µm² |
| Core area | about 0.0034 mm² |
| Post-route ant nets | 0 |
| Critical Path Fanout Max | 3 |
| Flop count | 0 |
| Floorplan utilization | 0.315 |
| Post-synth top cells | 17 x nand2_1, 12 x nor2_1, 10 x a21oi_1 |
| Mapped Avg Cell Area | between 7 and 8 µm² |
| Synthesized cell area | roughly 0.0011 mm² |
| Critical Path Sink Type | output pin |
| Buffers added on ports | 16 |
| Largest net degree at the start of global routing | 13 |
| Final hold vios | 0 |
| Synth Instances | between 150 and 200 |
| Critical Path RT | slightly below 4000 ps |
| Fin worst setup slack | -1240 ps |
| Slowest stage cell, crit path | or3_4 |
| Fillers | ~240 |
| Tally of OpenROAD warnings | 38 |
| Pins Over Slew Limit | 0 |
| Average vias per placed instance | 5.27 |
| Iteration-0 DRC Markers | roughly 63 |
| Pre-CTS setup slack | -2020 ps |
| WL/cell | 13.6 µm |
| Synthesis area per yosys | ~0.0011 mm² |
| Worst hold endpoint | ones[0] |
| Initial antenna violation count | 0 |
| Synth Seq Share | 0 |
| Synth top cell by count | nand2_1 |
| Synth area leader | ha_1 |
| Hold depth | 0 |
| Final Cycle Share | 1.25 |
| P&R area growth vs syn | 110% |
| Router iterations before antenna repair | 4 |
| PwrDens | 292 mW/mm² |
| Slowest stage delay, CP | roughly 340 ps |
| Total I/O pin count | 20 |
| Area leader share | 0.105 |
| Netlist cell types | 51 |
| DP Wirelength | ~2600 µm |
| Hold Path Class | in2out |
| Hold_sp | bin[0] |
| Crit-path most repeated cell | ha_4 |
| Vias in the first global route | 1487 |
| Maximum VDD drop | around 0.16 mV |
| Yosys stat cell total | 151 |
| Row count | 21 |
| # diodes | 0 |
| Fmax | 0.163 GHz |
| Worst setup SP type | input pin |
| Power Total | 0.659 mW |
| Placer Congestion | 0.841 |
| Vias | about 1500 |
| Total gr overflow | 0 |
| Violated checks | setup timing |
| GRT Util Overall | 0.115 |
| Fraction of layout cells with a size suffix above 1 | 0.668 |
| Worst-margin pin slew | between 600 and 700 ps |
| Synth top area cells | ha_1 10%, nand2_1 5.9%, mux2i_1 5.6% |
| Clk_buf instances | 0 |
| DRC | 0 |
| DIE AREA | roughly 0.0064 mm² |
| Worst Setup Path Type | in2out |
| First-pass GRT wire length | roughly 6400 µm |
| Total wire length | around 4000 µm |
| RSZ-0062 raised after global routing | yes |
| Max-cap violations | 0 |
| Die Ht | about 80 µm |
| Final-report setup violation count | 9 |
| Status | finished, violations left |
| Synth warnings | 1 |
| P_leak | 0.991 nW |
| Die W | about 80 µm |
| Post-route minimum period | around 6100 ps |
| Arrival @ worst endpoint | between 5000 and 6000 ps |
==> worst max-delay path: cells and delay by family <==
| kind | cells | cell delay (ps) |
|---|---|---|
| and+or+nand+nor | 7 | 1080 |
| AOI/OAI and AO/OA | 6 | 950 |
| adders and majority gates | 5 | 880 |
| buffers and inverters | 5 | 460 |
| muxes | 2 | 430 |
| xor gates and xnor gates | 2 | 370 |
==> stage by stage <==
stage               setup TNS [ps]  instances  area (µm²)  hold slack (ps)  utilization
detailed placement          -12390        257        1760             1960        0.516
floorplan                    -3630        152        1220             2030            -
finish                       -7290        293        2260             1960        0.661
global route                 -9130        293        2260             1960        0.661
CTS                          -7450        288        2140             1960        0.626
global placement            -11630        257        1760             1960        0.516
==> final cells by class <==
class              count  area (µm²)  area share
multi-input cells    136        1330       0.590
repair buffers       102         827       0.366
well taps             46        57.6      0.0255
inverters              9        40.0      0.0177
==> placed cells by master (no fill, tap or decap), types with 5 or more instances in the layout <==
cell type,instances
buf_6,16
mux2i_1,5
nand2_1,15
ha_2,5
a21oi_1,6
clkdlybuf4s50_1,5
nor2_1,8
buf_4,71
inv_1,5
buf_2,7
==> worst max-delay path by stage <==
stage | to | from
after global routing | tens[2] | bin[5]
after CTS | tens[2] | bin[5]
final | tens[2] | bin[5]
==> routing by layer <==
metal	vias to the layer above	routed length (µm)	track usage
met3	4	127	0.00455
met1	739	1960	0.154
met4	0	29	0.00704
met5	-	0	0
li1	770	-	-
met2	30	1880	0.205
==> where the power goes <==
group          leakage (nW)  internal (mW)  switching [mW]  total, mW
Combinational         0.991          0.369           0.290      0.659
Clock                     0              0               0          0
Sequential                0              0               0          0
Total                 0.991          0.369           0.290      0.659
==> repair_timing <==
action,4_1_cts,5_1_grt
hold buffers,0,0
setup buffers,31,10
pin swaps,39,29
setup endpoints to repair,9,9
resized,81,22
==> logic make-up after synthesis <==
| kind of cell | after synthesis | synth area share |
|---|---|---|
| compound gates | 50 | 0.367 |
| xor+xnor | 4 | 0.0326 |
| fa+ha+maj | 9 | 0.105 |
| buf+inv | 16 | 0.0744 |
| mux | 14 | 0.151 |
| other cells | 1 | 0.00349 |
| simple gates | 57 | 0.266 |
No activity file was given, so power comes from the tool's default toggle rates.
