## design.v

```verilog
module brazo (
    input clk, rst,
    input [9:0] sw,
    input btn_pinza,
    output reg [3:0] pwm_out
);
    wire slow_clk;
    wire [9:0] debouncer_pb;
    parameter frecuencia_base = 50_000_000;
    parameter frecuencia_final = 50;
    parameter cuentas_por_periodo = frecuencia_base / frecuencia_final;
    reg [31:0] DC [3:0];
    reg [31:0] ctr;
    clkdiv #(.FREQ(20)) u1(
        .clk(clk),
        .rst(rst),
        .clk_div(slow_clk)
    );
    genvar i;
    generate
        for (i = 0; i < 10; i = i + 1) begin : debouncer_gen
            debouncer2 d(
                .pb1(~sw[i]),
                .rst(rst),
                .pb_out(debouncer_pb[i]),
                .clk(clk)
            );
        end
    endgenerate
    always @(posedge slow_clk or posedge rst) begin
        if (rst) begin
            DC[0] <= 32'd25_000;
            DC[1] <= 32'd25_000;
            DC[2] <= 32'd25_000;
            DC[3] <= 32'd25_000;
        end else begin
            if (debouncer_pb[0] && DC[0] < 32'd150_000) 
                DC[0] <= DC[0] + 32'd5000;
            else if (debouncer_pb[1] && DC[0] > 32'd5000)
                DC[0] <= DC[0] - 32'd5000;
            if (debouncer_pb[2] && DC[1] < 32'd150_000) 
                DC[1] <= DC[1] + 32'd5000;
            else if (debouncer_pb[3] && DC[1] > 32'd5000)
                DC[1] <= DC[1] - 32'd5000;
            if (debouncer_pb[4] && DC[2] < 32'd150_000) 
                DC[2] <= DC[2] + 32'd5000;
            else if (debouncer_pb[5] && DC[2] > 32'd5000)
                DC[2] <= DC[2] - 32'd5000;
            if (~btn_pinza)
                DC[3] <= 32'd100_000;
            else if (btn_pinza)
                DC[3] <= 32'd25_000;
        end
    end
    always @(posedge clk) begin
        if (ctr < cuentas_por_periodo - 1)
            ctr <= ctr + 32'd1;
        else begin
            ctr <= 0;
        pwm_out[0] <= (ctr < DC[0]) ? 1'b1 : 1'b0;
        pwm_out[1] <= (ctr < DC[1]) ? 1'b1 : 1'b0;
        pwm_out[2] <= (ctr < DC[2]) ? 1'b1 : 1'b0;
        pwm_out[3] <= (ctr < DC[3]) ? 1'b1 : 1'b0;
		  end
    end
endmodule
module clkdiv #(parameter FREQ=1)(
	input clk,
	input rst,
	output reg clk_div
	);
	localparam CLK_FREQ=50_000_000;
	localparam COUNT_MAX=(CLK_FREQ/(2*FREQ));
		reg [31:0] count;
	always @(posedge clk or posedge rst)
		if (rst)
			count<=32'b0;	
		else if(count==COUNT_MAX-1)
			count<=32'b0;
		else
			count<=count+1;
	always @(posedge clk or posedge rst)
		begin
			if(rst==1)
				clk_div<=1'b0;
			else if(count==COUNT_MAX-1)
				clk_div<= ~clk_div;
			else
				clk_div<=clk_div;
		end
endmodule
module d_ff (
    input slow_clk,
    input D,
    output reg Q
);
    always @(posedge slow_clk) begin
        Q <= D;
    end
endmodule
module debouncer2 (
    input pb1,
	 input clk,
    input rst,  
    output pb_out
);
    wire Q0, Q1, Q2, Q2_bar,slow_clk;
	 clkdiv #(.FREQ(20)) u1(
		.clk(clk),
		.rst(rst),
		.clk_div(slow_clk)
		);
    d_ff d0 (slow_clk, pb1, Q0);
    d_ff d1 (slow_clk, Q0, Q1);
    d_ff d2 (slow_clk, Q1, Q2);
    assign Q2_bar = ~Q2;
    assign pb_out = Q1 & Q2_bar;
endmodule
```

## run.sh

```bash
#!/bin/bash
# OpenROAD 26Q1-2900-gdf79404cd8, Yosys 0.63+post, stock flow scripts
make -C /OpenROAD-flow-scripts/flow DESIGN_CONFIG=/design/flow/config.mk WORK_HOME=/design/flow/orfs finish
```

## config.mk

```make
export PLATFORM = sky130hd
export DESIGN_NAME = brazo
export DESIGN_NICKNAME = brazo
export VERILOG_FILES = /design/flow/design.v
export SDC_FILE = /design/flow/constraint.sdc
export NUM_CORES = 4
export LEC_CHECK = 1
export CORE_UTILIZATION = 40
```

## constraint.sdc

```tcl
current_design brazo

set clk_period 7.0
set clk_io_pct 0.2

create_clock -name clk0 -period $clk_period [get_ports {clk}]

set non_clock_inputs [all_inputs -no_clocks]
set_input_delay [expr $clk_period * $clk_io_pct] -clock clk0 $non_clock_inputs
set_output_delay [expr $clk_period * $clk_io_pct] -clock clk0 [all_outputs]
```

==> reports/metrics.cfg <==
[route]
via_per_inst=5.17
routed_wl_mm=37.5
dr_total_vias=13500
first_pass_iters=7
drtIter0Drc=643
antenna_cells=0
ant_nets=0
drc=0
routedWlPerCell_microns=14.4

[die]
initCoreUtil_pct=40.5
core_sq_mm=0.0476
pin_count=17
die_area_sq_mm=0.0491
fp-row-count=80
die_x_microns=222
die_y_microns=222

[yosys]
synth_cell_types=77
synth-seq-cells=374
synth_area_per_cell_sq_um=10.0
ys_cells=1931
async_flop_share_pct=85.6
syn-instance-count=1931
ff_type=dfrtp_1
yosys_warnings=4
synth-edff-count=4
ys_seq_share_pct=47.4
area_leaders=dfrtp_1, xnor2_1, ha_1
syn-cell-area_sq_mm=0.0193
synth_top_area_share_pct=39.0
yosysTopAreaCell=dfrtp_1
yosysChipArea_sq_mm=0.0193

[placement]
numPortBuffers=12
gp_congestion=0.870
dp_hpwl_mm=26.8
dpl.cell_count=2554

[clock_tree]
clk_latency_ps=580
path_clk_slew_ps=60
cts_hold_buf=0
post_cts_buffers=0
ctsResizeCount=0
cts_tree=yes
cts_root_buf=clkbuf_16
htreeDepth=1
clk_path_buf_depth=3
numCtsBuffers=30

[final_timing]
hold_viol=0
unclocked_regs=107
min_period_ps=2760
slew_headroom_pct=40.4
report.final.slew_viol_count=0
setup_viol=0
tightest_slew_ps=891
timing.final.crit_share_pct=39.4
fmax_mhz=363
untimed_endpoints=107
rsz0062_at_grt=no
fin_skew_ps=12.1
finalSetupTns_ps=0

[setup_path]
cp.buffers_inverters=1
crit_type=reg2out
end_kind=primary output
critical_path_arrival_ps=1360
critPathSlowestCell=clkdlybuf4s50_1
crit_required_ps=5600
cp_slowest_stage_delay_ps=460
crit_path_start_kind=flop
path_cells=clkdlybuf4s50_1
cp_max_fo=1
crit_family=buffers and inverters

[outcome]
status=finished, final reports clean

[worst_hold_path]
hold_class=reg2reg

[pwr]
ir_drop_v=0.000206
p_leak_nw=9.41
finalPower_w=0.00335
power_density_mw_per_mm2=157

[grt]
grt_pass1_wl_mm=64.1
antenna_found_initial=1
grt_usage_pct=16.1
grt_pass1_vias=12800
overflow=0
grt_max_degree=116

[flow_run]
drv_cap=0
openroad.warnings=37

[finish]
nFillCells=4382
layout-drive-gt1-share_pct=5.86
final_util_pct=44.8
finalNonFillerCells=2610
area.growth.synth_to_final_pct=10.7

## through the flow
| stage | worst slack, ps | cell area [sq um] | hold slack [ps] |
|---|---|---|---|
| final | 4240 | 21400 | 465 |
| after global routing | 4070 | 21400 | 493 |
| after CTS | 4200 | 21400 | 472 |
| after floorplan | 1350 | 19300 | 430 |
| after detailed placement | 3630 | 20200 | 457 |
| after global placement | 3650 | 20200 | 447 |
## power by group
part           total [W]  switching [W]  leakage, nW  internal, W
Sequential       0.00156     0.00000730         4.68      0.00155
Combinational  0.0000693      0.0000488         4.18    0.0000205
Clock            0.00173       0.000640        0.545      0.00109
Total            0.00335       0.000696         9.41      0.00266
## cell families (layout without fill, tap and decap cells)
family	Yosys count	count (layout)	synth area share, %
flops	374	374	47.4
buf+inv	138	191	2.80
mux	4	4	0.207
fa+ha+maj	108	108	7.00
xor+xnor	311	311	14.1
simple gates	815	815	22.0
other cells	1	12	0.0194
compound gates	180	180	6.45
## sequential cells by signal (all words and copies together), names as in the netlist
signal	flops
debouncer_gen.d.u1.count	192
DC	89
ctr	32
u1.count	32
debouncer_gen.d.d0.Q	6
debouncer_gen.d.d1.Q	6
debouncer_gen.d.d2.Q	6
debouncer_gen.d.u1.clk_div	6
pwm_out	4
u1.clk_div	1
## final timing paths
check                      cells past startpoint                              to                      startpoint  slack, ps
min in group asynchronous                      2                     u1.count[8]                             rst       1280
hold / removal                                 1  debouncer_gen[4].d.u1.count[0]  debouncer_gen[4].d.u1.count[0]        470
hold reg to reg                                1  debouncer_gen[4].d.u1.count[0]  debouncer_gen[4].d.u1.count[0]        470
setup / recovery                               1                      pwm_out[2]                      pwm_out[2]       4240
setup reg to reg                               7                      pwm_out[2]                          ctr[5]       4590
max in group asynchronous                      4                    u1.count[15]                             rst       4360
## cells in the mapped netlist (4+ instances only)
cell and instances:
dfstp_2 19, or4_1 9, nor3_1 51, o41ai_1 5, or3_1 12, xor2_1 104
dfrtp_1 301, a31oi_1 8, inv_1 110, buf_2 12, nand2_1 148, xnor2_1 207
o21ai_0 43, a21o_1 12, clkbuf_1 15, ha_1 108, a21oi_1 38, nor4_1 50
o211ai_1 7, nand3_1 122, a22oi_1 6, dfxtp_1 50, a211oi_1 7, nor2b_1 19
and4_1 18, nor4b_1 21, o31ai_1 14, and2_1 9, mux2i_1 4, o21ai_1 4
nor3b_1 5, and3_1 55, edfxtp_1 4, o31a_1 5, nand2b_1 6, nand4_1 76
nor2_1 193
## layout by cell type (no fill, tap or decap), types with 6 or more instances in the layout
cell type,n
nand2_1,148
nor2_1,193
nor4b_1,21
conb_1,12
buf_4,12
xnor2_1,207
and4_1,18
and3_1,55
clkdlybuf4s50_1,12
dfstp_2,19
or3_1,12
clkbuf_16,31
nand4_1,76
nand2b_1,6
nor2b_1,19
inv_1,109
a31oi_1,8
dfxtp_1,50
ha_1,108
dfrtp_1,300
o211ai_1,7
nor4_1,48
o21ai_0,42
a211oi_1,7
a22oi_1,6
a21o_1,12
o31ai_1,14
or4_1,9
nand3_1,122
a21oi_1,38
clkbuf_8,9
nor3_1,51
xor2_1,104
and2_1,9
## area by class of cell
class | instances | area, sq um | area share [%]
sequential | 374 | 9150 | 42.9
timing repair buffer | 25 | 230 | 1.08
inverter | 110 | 417 | 1.95
multi-input combinational | 1430 | 9670 | 45.3
clock buffer | 44 | 915 | 4.28
tap | 615 | 769 | 3.60
clock inverter | 12 | 209 | 0.978
## metal layers
layer	track usage [%]	vias up	wire [microns]
li1	-	6840	-
met1	26.5	6443	19000
met4	2.67	0	726
met3	2.02	44	1270
met2	24.1	157	16500
met5	0	-	0
Power and IR drop assume default switching activity.
